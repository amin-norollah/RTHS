### /design/flow/run.sh
#!/bin/bash
# OpenROAD 26Q1-2900-gdf79404cd8, Yosys 0.63+post, stock flow scripts
make -C /OpenROAD-flow-scripts/flow DESIGN_CONFIG=/design/flow/config.mk WORK_HOME=/design/flow/orfs finish
### /design/flow/config.mk
export PLATFORM = sky130hd
export DESIGN_NAME = REG
export DESIGN_NICKNAME = REG
export VERILOG_FILES = /design/flow/design.v
export SDC_FILE = /design/flow/constraint.sdc
export NUM_CORES = 4
export LEC_CHECK = 1
export CORE_AREA = 10 10 70 70
export DIE_AREA = 0 0 80 80
### /design/flow/constraint.sdc
current_design REG

set clk_period 1.0
set clk_io_pct 0.2

create_clock -name clk0 -period $clk_period [get_ports {clk}]

set non_clock_inputs [all_inputs -no_clocks]
set_input_delay [expr $clk_period * $clk_io_pct] -clock clk0 $non_clock_inputs
set_output_delay [expr $clk_period * $clk_io_pct] -clock clk0 [all_outputs]
### /design/flow/design.v
module REG #( parameter NUM = 16)(
		input clk, rst,
		input [NUM-1 :0] IN,
		output reg [NUM-1 :0] OUT
	);
	always @(posedge clk or posedge rst) begin
		if(rst)
			OUT <= 0;
		else
			OUT <= IN;
	end
endmodule
==> GITHUB_STEP_SUMMARY <==
## Synthesis and layout report

| Metric | Value |
|---|---|
| First-pass GRT wire length | 1.66 mm |
| Outcome | completed |
| Worst Path Required | 0.80 ns |
| Top-area cell share | 99.1% |
| I/O pins | 34 |
| Startpoint Class | register |
| Logic pwr share | 10.2% |
| Worst slew margin | 93.6% |
| DR vias | 272 |
| EDFF count, synth | 0 |
| Largest reg by FF count | OUT |
| Slew Limit Fails | 0 |
| Asr flop ratio synth | 100% |
| CP max stage cell | dfrtp_1 |
| Pwr/cell area | 1460 mW/mm² |
| Vias per inst | 2.72 |
| # Post-CTS Setup Buffers | 0 |
| CTS tree | done |
| GRT Total Usage | 3.25% |
| Tally of OpenROAD warnings | 26 |
| Post-synth top flop | dfrtp_1 |
| Top flop regs | OUT x16 |
| Core area | 0.00342 mm² |
| CP top delay family | flip-flops |
| Syn Area/Cell | 23.8 µm² |
| Comb_multi_in | 0 |
| MaxCap Viol Count | 0 |
| CTS Buf Count | 3 |
| Drt pass-1 iters | 2 |
| PortBufs | 33 |
| Largest net degree at the start of global routing | 17 |
| Least-Margin Pin Slew | 0.0952 ns |
| Yosys reg bits | 16 |
| Post-synthesis sequential area ratio | 99.1% |
| Vias in the first global route | 334 |
| FP Util | 11.8% |
| Final Hold Violation Tally | 0 |
| Row cnt | 21 |
| Largest area contributor in the synthesized netlist | dfrtp_1 |
| Sink Count | 16 |
| VDD IR max | 0.000204 V |
| Period utilization | 94.9% |
| Fin util | 22.1% |
| Ys Warns | 1 |
| Chip width | 80 µm |
| Most frequent cell after synthesis | dfrtp_1 |
| # Cells Yosys | 17 |
| Synth top cells by count | 16 x dfrtp_1, 1 x inv_1 |
| Mapped Cells | 17 |
| Fmax | 1050 MHz |
| Type of destination of the critical path | output pin |
| Clock Power Share | 27.5% |
| CP Max Fanout | 1 |
| P&R area growth vs syn | 86.7% |
| Routability cong. | 0.635 |
| Chip Height | 80 µm |
| Fin Setup TNS | 0 ns |
| Critical path buffers and inverters | 1 |
| Cell Type Count | 2 |
| Critical path class | reg2out |
| Pint | 903 µW |
| Max reg flops | 16 |
| Full die area | 0.00640 mm² |
| Antenna cell count | 0 |
| Net Sw Frac | 18.0% |
| Root Buffer | clkbuf_4 |
| Yosys Chip Area | 404 µm² |
| Leak | 0.344 nW |
| Setup WS post-layout | 0.0515 ns |
| Final Power | 1.10 mW |
| MI comb area | 0 µm² |
| CP arrival | 0.75 ns |
| WL final | 1.13 mm |
| Setup violators final | 0 |
| Starting DRT DRC Count | 6 |
| Residual DRC | 0 |
| Clk buf depth | 2 |
| Crit-path max cell delay | 0.37 ns |
| Sequential share of power | 62.3% |
| Ratio of cells with drive above 1 in the final layout | 37.0% |
| Post-DR wirelength/cell | 11.3 µm |
| RSZ-0062 raised after global routing | yes |
| Layout fillers | 366 |
| Initial antenna violation count | 0 |
| Antenna Nets Post-Route | 0 |
| Post-Syn Area | 404 µm² |
| HP Class | in2async |
| Period minus WS final | 0.949 ns |
| Post-Place Worst Slack | 0.0133 ns |
| Cell Chain, Critical Path | buf_2 |
| Cell area leaders | dfrtp_1 99%, inv_1 0.93% |
| Psw | 198 µW |
| Htree depth | 1 |
| Grt ovf | 0 |
| Worst-path clk slew | 0.08 ns |
## per-stage QoR
stage               std cells  cell area [µm²]  hold slack (ns)
detailed placement         97              812            0.521
global route              100              754            0.252
global placement           97              812            0.526
floorplan                  17              404            0.114
finish                    100              754            0.238
CTS                       100              754            0.233
## layout by cell type, fill, tap and decap left out
| cell | instances |
|---|---|
| inv_1 | 1 |
| dfrtp_1 | 16 |
| buf_2 | 16 |
| buf_12 | 1 |
| clkdlybuf4s50_1 | 17 |
| clkbuf_4 | 3 |
## cells by family after synthesis
kind of cell  share of synthesized area [%]
flops                                  99.1
buf+inv                               0.928
## layout make-up
class / count / area [µm²] / share of cell area, %
timing repair buffer: 34 / 270 / 35.8
inverter: 1 / 3.75 / 0.498
sequential: 16 / 400 / 53.1
clock buffer: 3 / 22.5 / 2.99
tap: 46 / 57.6 / 7.63
## final timing paths
| path | startpoint | to | slack (ns) | cells past startpoint |
|---|---|---|---|---|
| setup / recovery | OUT[6]$_DFF_PP0_ | OUT[6] | 0.05 | 1 |
| max in group asynchronous | rst | OUT[7]$_DFF_PP0_ | 0.64 | 3 |
| hold / removal | rst | OUT[6]$_DFF_PP0_ | 0.24 | 3 |
| min in group clk0 | IN[10] | OUT[10]$_DFF_PP0_ | 0.36 | 1 |
## power by group through the flow
stage	registers, mW	logic [mW]	clock network (mW)
5_1_grt	0.690	0.123	0.353
4_1_cts	0.687	0.117	0.326
6_report	0.686	0.113	0.303
## repair_timing
item | in CTS | in global routing
resized | 48 | 0
setup endpoints to repair | 16 | 3
hold buffers | 0 | 0
pin swaps | 0 | 0
## per-layer routing
layer  GRT usage, %  part of all wire (%)
met5              0                     0
met1           2.79                    27
met4           1.41                   3.0
met3           1.48                    12
met2           6.18                    59
No activity file was given, so power comes from the tool's default toggle rates.
