$ cat ./design.v
module BitonicPosStage1 #( parameter W = 16)(
		input  direction,
		input  [(2*W)-1:0] IN,
		output [(2*W)-1:0] OUT
	);
	Comparator #(W) COM_1 (
	.direction(direction), .IN1 (IN [W-1:0]), .IN2 (IN [2*W-1:W]), .OUT1 (OUT[W-1:0]), .OUT2 (OUT[2*W-1:W]));
endmodule
module BitonicPosStage2 #( parameter W = 16)(
		input  direction,
		input  [(4*W)-1:0] IN,
		output [(4*W)-1:0] OUT
	);
	genvar i;
   generate
   for(i = 0; i < 2; i = i+1)
      begin: Stage2_
			BitonicPosStage1 #(W) Bitonic_ (
				.direction(direction),
				.IN  (IN  [2*W*i +(2*W-1):2*W*i]), 
				.OUT (OUT [2*W*i +(2*W-1):2*W*i])
			);
      end
   endgenerate
endmodule
module BitonicPosStage3 #( parameter W = 16)(
		input  direction,
		input  [(8*W)-1:0]  IN,
		output [(8*W)-1:0] OUT
	);
	wire [(8*W)-1:0] _wire;
	genvar i;
   generate
   for(i = 0; i < 2; i = i+1)
      begin: Stage3_
			Comparator #(W) COM_1 (
				.direction(direction),
				.IN1 (IN [4*W*i+(W-1): 4*W*i]),
				.IN2 (IN [4*W*i+(3*W-1): 4*W*i+(2*W)]),
				.OUT1(_wire[4*W*i+(W-1): 4*W*i]),
				.OUT2(_wire[4*W*i+(3*W-1): 4*W*i+(2*W)])
			);
			Comparator #(W) COM_2 (
				.direction(direction),
				.IN1 (IN [4*W*i+(2*W-1): 4*W*i+W]),
				.IN2 (IN [4*W*i+(4*W-1): 4*W*i+(3*W)]),
				.OUT1(_wire[4*W*i+(2*W-1): 4*W*i+W]),
				.OUT2(_wire[4*W*i+(4*W-1): 4*W*i+(3*W)])
			);
			BitonicPosStage2 #(W) Bitonic_ (
				.direction(direction),
				.IN  (_wire [4*W*i +(4*W-1):4*W*i]), 
				.OUT (OUT   [4*W*i +(4*W-1):4*W*i])
			);
      end
   endgenerate
endmodule
module Comparator #( parameter W = 16)(
		input direction ,
		input[W-1:0] IN1 ,
		input[W-1:0] IN2 ,
		output [W-1:0] OUT1 ,
		output [W-1:0] OUT2
   );
	wire comp = (IN1[W-1:W/2]<IN2[W-1:W/2])^direction;
	assign OUT1 = (comp)? IN1:IN2;
	assign OUT2 = (comp)? IN2:IN1;
endmodule
$ cat ./run.sh
#!/bin/bash
# OpenROAD 26Q1-2900-gdf79404cd8, Yosys 0.63+post, stock flow scripts
make -C /OpenROAD-flow-scripts/flow DESIGN_CONFIG=/design/flow/config.mk WORK_HOME=/design/flow/orfs finish
$ cat ./config.mk
export PLATFORM = sky130hd
export DESIGN_NAME = BitonicPosStage3
export DESIGN_NICKNAME = BitonicPosStage3
export VERILOG_FILES = /design/flow/design.v
export SDC_FILE = /design/flow/constraint.sdc
export NUM_CORES = 4
export LEC_CHECK = 1
export CORE_UTILIZATION = 30
$ cat ./constraint.sdc
current_design BitonicPosStage3

set clk_period 18.2
set clk_io_pct 0.2

create_clock -name clk0 -period $clk_period

set non_clock_inputs [all_inputs -no_clocks]
set_input_delay [expr $clk_period * $clk_io_pct] -clock clk0 $non_clock_inputs
set_output_delay [expr $clk_period * $clk_io_pct] -clock clk0 [all_outputs]
==> flow_summary_export.csv <==
group,metric,value,unit
status,result_of_the_run,"finished, final reports clean",
drt,ant_nets,0,
layout,clockBufferCount,0,
job,timing.max_cap.violations,0,
sta,worst_slew_margin_rel,34.19,%
drt,wl,40660,um
die,floorplan.die.width,167.9,um
layout,flow.area_growth_from_synthesis,35.58,%
grt,vias_in_the_first_global_route,10510,
yosys,yosysWarningCount,0,
drt,routedWlPerCell,22.23,um
yosys,ys_seq_share,0,%
drt,detail_route.first_pass.iterations,6,
yosys,yosys_cells,1285,
drt,drc,0,
drt,via_count,11600,
yosys,synth.distinct_cells,43,
setup_path,worst-setup-path-type,"in -> out",
clock_tree,cts.repair.resized,0,
grt,largest_net_degree_at_the_start_of_global_routing,56,
grt,first_pass_grt_wire_length,61790,um
hold_path,hp-class,"in -> out",
power,vdd_ir_drop_max,29.64,uV
power,cell_area_power_density,71.10,nW/um^2
drt,drt-initial-drc-count,1193,
die,fp_util,30.65,%
grt,antenna_found_initial,1,
clock_tree,cts_post_setup_buffers_inserted,0,
sta,rsz0062_at_grt,"false",
yosys,post_synth_inst_count,1285,
sta,worstMarginPinSlew,0.9812,ns
clock_tree,ctsHoldBuffers,0,
setup_path,cp_data_arrival_time,9.88,ns
yosys,area_of_the_mapped_netlist,8260,sq um
setup_path,endpoint_kind_of_the_worst_setup_timing_path,"output port",
drt,vias_per_cell,6.343,
power,power_leakage,4.432,nW
die,chip_area,28200,sq um
placement,cell_area_placed,11200,sq um
layout,nFlopsAndLatches,0,
placement,place_congestion,1.014,
setup_path,cp_max_fo,30,
die,num_rows,60,
sta,achievable-frequency,0.07395,GHz
layout,post-route-cell-area,11200,sq um
layout,sequential_cell_area,0,sq um
die,io_pins,257,
grt,global_route.usage.total,28.11,%
setup_path,required,14.56,ns
sta,finalSetupViolations,0,
layout,drive_gt1_share,4.909,%
job,stage_log_warnings,32,
sta,report.final.hold_viol_count,0,
sta,finalSetupTns,0,ns
grt,globalRoute.totalOverflow,0,
setup_path,startpoint_type,"primary input",
die,vertical_die_size,167.9,um
yosys,postSynthAreaPerCell,6.428,sq um
sta,layout_min_cycle_time,13.52,ns
yosys,ys_chip_area,8260,sq um
layout,fillers,2703,
sta,slew_violations,0,
sta,finalClockPeriodUsage,74.30,%
die,design.core.area,26950,sq um
placement,hpwlAfterDp,30670,um
placement,buffer_ports.inserted,257,
## area by class of cell
cell class / instances / area, sq um / area share, %
diodes: 1 / 2.502 / 0.02234
inverters: 44 / 165.2 / 1.475
multi-input cells: 1142 / 7707 / 68.82
well taps: 341 / 426.7 / 3.810
repair buffers: 301 / 2898 / 25.87
## power breakdown
group	switching [W]	internal, W	total, W
sequential	0	0	0
combinational	0.000411	0.000385	0.000796
clock	0	0.00000000000735	0.00000000000735
## cell usage in the layout, fill, tap and decap left out, types with 16 or more instances in the layout
| cell type | netlist | layout |
|---|---|---|
| a211oi_1 | 20 | 16 |
| o21ai_0 | 44 | 44 |
| buf_4 | 3 | 44 |
| o211ai_1 | 76 | 76 |
| ha_1 | 56 | 56 |
| nand4_1 | 26 | 26 |
| a21oi_1 | 58 | 58 |
| o31ai_1 | 72 | 72 |
| nor3_1 | 70 | 66 |
| mux2i_1 | 160 | 160 |
| nand3_1 | 336 | 336 |
| and2_1 | 17 | 17 |
| nor2_1 | 26 | 18 |
| inv_1 | 44 | 44 |
| clkdlybuf4s50_1 | 0 | 256 |
| o21ai_1 | 34 | 34 |
| nand2_1 | 63 | 63 |
## cells by family (layout without fill, tap and decap cells)
group | count (synthesis) | in the layout | synth area share [%]
buf+inv | 143 | 345 | 7.604
other cells | 0 | 1 | 0
mux | 160 | 160 | 19.39
compound gates | 362 | 362 | 30.45
fa+ha+maj | 56 | 56 | 8.482
simple gates | 564 | 564 | 34.08
## synthesized netlist by cell type (17+ instances only)
| cell | instances | area share [%] |
|---|---|---|
| nand2_1 | 63 | 2.9 |
| inv_1 | 44 | 2.0 |
| nand4_1 | 26 | 2.0 |
| ha_1 | 56 | 8.5 |
| mux2i_1 | 160 | 19 |
| o21ai_1 | 34 | 2.1 |
| nor2_1 | 26 | 1.2 |
| and2_1 | 17 | 1.3 |
| o31ai_1 | 72 | 6.5 |
| nor3_1 | 70 | 4.2 |
| nand3_1 | 336 | 20 |
| a21oi_1 | 58 | 3.5 |
| a211oi_1 | 20 | 1.8 |
| clkbuf_1 | 70 | 3.2 |
| o211ai_1 | 76 | 6.9 |
| o21ai_0 | 44 | 2.7 |
## worst max-delay path: stages
cell,delay [ns]
clkdlybuf4s50_1,0.53
inv_1,0.06
ha_1,0.27
a2111o_1,0.43
a311oi_2,0.85
nor2_2,0.20
buf_4,0.28
mux2i_1,0.31
inv_1,0.08
ha_1,0.31
a21oi_1,0.14
nor2_1,0.05
a211oi_1,0.81
nand2_1,0.14
a2111oi_2,0.49
a211oi_4,0.07
buf_4,0.31
mux2i_1,0.36
clkdlybuf4s50_1,0.52
## layer usage
layer  track usage, %  part of all wire [%]  vias to the layer above
met3            3.759                   9.4                      101
li1                 -                     -                     5450
met4            10.77                   4.1                        0
met5                0                     0                        -
met2            46.36                    45                      671
met1            37.24                    41                     5380
## through the flow
step           utilization [%]  total power (W)  cells  setup WS [ns]  hold WS (ns)
2_1_floorplan                -        0.0004071   1285          6.751         7.410
3_3_place_gp             41.55        0.0007836   1828          4.825         8.381
3_5_place_dp             41.55        0.0007833   1828          4.804         8.378
4_1_cts                  41.55        0.0007896   1828          4.789         8.381
5_1_grt                  41.56        0.0008592   1829          4.347         8.423
6_report                 41.56        0.0007963   1829          4.677         8.383
## final timing paths
| path | end | startpoint | depth (start not counted) |
|---|---|---|---|
| worst max-delay path | OUT[53] | IN[41] | 19 |
| worst min-delay path | OUT[36] | IN[20] | 4 |
No activity file was given, so power comes from the tool's default toggle rates.
